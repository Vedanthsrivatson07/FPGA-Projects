<file path="design/flow/run.sh">
#!/bin/bash
# OpenROAD 26Q1-2900-gdf79404cd8, Yosys 0.63+post, stock flow scripts
make -C /OpenROAD-flow-scripts/flow DESIGN_CONFIG=/design/flow/config.mk WORK_HOME=/design/flow/orfs finish
</file>
<file path="design/flow/config.mk">
export PLATFORM = sky130hd
export DESIGN_NAME = comparator
export DESIGN_NICKNAME = comparator
export VERILOG_FILES = /design/flow/design.v
export SDC_FILE = /design/flow/constraint.sdc
export NUM_CORES = 4
export LEC_CHECK = 1
export CORE_AREA = 10 10 70 70
export DIE_AREA = 0 0 80 80
</file>
<file path="design/flow/constraint.sdc">
current_design comparator

set clk_period 1.4
set clk_io_pct 0.2

create_clock -name clk0 -period $clk_period

set non_clock_inputs [all_inputs -no_clocks]
set_input_delay [expr $clk_period * $clk_io_pct] -clock clk0 $non_clock_inputs
set_output_delay [expr $clk_period * $clk_io_pct] -clock clk0 [all_outputs]
</file>
<file path="design/flow/design.v">
`timescale 1ns / 1ps
module comparator #(parameter N = 3)(a,b,l,e,g);
input [N-1:0]a,b;
output l,e,g;
assign l = a<b;
assign e = a==b;
assign g = a>b;
endmodule
</file>
==> out/summary.txt <==
Fmax achieved: 0.728 GHz
count of tool warnings: 34
crit path time final: 1370 ps
# setup viols final: 0
Max stage delay on crit path: 260 ps
register share after synthesis: 0%
Hold Path Class: in2out
Die W: 80 um
crit-path max FO: 3
DR pass1 iterations: 1
Mapped Cells: 11
maximum VDD drop: 0.0303 mV
Post-Synthesis Cell Area: 83.8 sq um
vias in the first global route: 135
Cell Chain, Critical Path: buf_6 -> inv_4 -> ha_4 -> nand3b_1 -> buf_4 -> a21oi_2 -> buf_2
clock buf count: 0
Top cell area share: 44.8%
Placer Congestion: 0.750
I/O Buffers: 9
Core ar.: 3420 sq um
Commonest Layout Cell: buf_6
Flops: 0
Mapped Avg Cell Area: 7.62 sq um
first-pass GRT wire length: 614 um
hold path start: a[2]
RSZ-0062 raised after global routing: true
share of post-route cells with drive strength above 1: 86.4%
CP Launch Type: input port
main area contributors after synthesis: ha_1 45%, and3_4 13%, inv_1 13%, a21oi_1 12%, nand3b_1 9.0%
LEAKAGE: 0.108 nW
Worst Path Required: 1120 ps
most frequent cells in the layout: 5 x buf_6, 4 x buf_2, 3 x ha_4, 2 x inv_2
Initial Util: 2.45%
final core utilization: 8.53%
Routed Antenna Nets: 0
Starting DRT DRC Count: 0
chip area: 6400 sq um
PD cells: 282 nW/um^2
yosys warning tally: 0
Worst Max-Slew Pin Slew: 121 ps
Max Cap Viol: 0
drt total wl: 419 um
Worst EP arrival: 1090 ps
number of cells in Yosys stat: 11
number of cells on the worst hold path: 5
Final Hold Violation Tally: 0
I/O pin count: 9
cycle use final: 98.1%
cell taking the most area after synthesis: ha_1
Area Overhead vs Synth: 248%
Die Y: 80 um
slowest cell on the critical path: ha_4
Vias: 115
final hold slack: 1020 ps
DRC viols: 0
Yosys Chip Area: 83.8 sq um
grt ovf: 0
Routed wire per std cell: 6.07 um
Cell Rows: 21
Crit Path Category: in2out
Yosys cell types: 6
Worst Hold End: g
Overall Power: 0.0821 mW
register area: 0 sq um
largest net degree at the start of global routing: 4
initial antenna violation count: 1
final slew viol count: 0
worst rel slew slack: 91.9%
crit path from: b[2]
Via density: 1.67
CP endpoint kind: output pin
All-Layer GR Usage: 1.22%
status: finished clean
==> per-stage QoR <==
stage	std cells	setup WS (ps)	TNS [ps]	instance area, sq um
6_report	69	26.8	0	292
5_1_grt	68	-32.5	-32.5	289
4_1_cts	68	-2.15	-2.15	262
3_5_place_dp	66	-777	-2150	231
3_3_place_gp	66	-710	-2000	231
2_1_floorplan	11	259	0	83.8
==> routing by layer <==
| metal | routed length (um) | vias to the layer above | global-route usage [%] | part of all wire [%] |
|---|---|---|---|---|
| li1 | - | 61 | - | - |
| met1 | 154 | 45 | 1.12 | 37 |
| met2 | 140 | 9 | 1.77 | 33 |
| met3 | 125 | 0 | 1.59 | 30 |
| met4 | 0 | 0 | 0 | 0 |
| met5 | 0 | - | 0 | 0 |
==> how the worst max path moves through the flow <==
stage / to / slack, ps
global route: g / -30
finish: g / 30
CTS: g / -2
==> cell families (layout without fill, tap and decap cells) <==
| group | Yosys count | after routing | synth area share, % |
|---|---|---|---|
| simple gates | 3 | 3 | 29.9 |
| fa+ha+maj | 3 | 3 | 44.8 |
| other cells | 0 | 1 | 0 |
| compound gates | 2 | 2 | 11.9 |
| buf+inv | 3 | 14 | 13.4 |
==> final cells by class <==
class,instances,area (sq um)
inverters,3,13.8
repair buffers,11,92.6
fillers,402,3120
well taps,46,57.6
multi-input cells,8,125
diodes,1,2.50
==> worst max-delay path, delay by kind of cell <==
kind            cells  cell delay [ps]
buf+inv             4              360
simple gates        1               90
fa+ha+maj           1              260
compound gates      1              110
==> synthesized netlist by cell type <==
master,count
ha_1,3
inv_1,3
a21oi_1,2
and2_1,1
and3_4,1
nand3b_1,1
==> where the power goes <==
part	switching (mW)	total (mW)	internal (mW)
Clock	0	0.0000000955	0.0000000955
Combinational	0.0290	0.0821	0.0531
Sequential	0	0	0
==> what timing repair did <==
action | 4_1_cts | 5_1_grt
hold buffers | 0 | 0
pin swaps | 7 | 4
hold endpoints to repair | 0 | 0
gates resized | 40 | 5
buffers inserted | 4 | 0
endpoints found under the setup margin | 3 | 2
No activity file was given, so power comes from the tool's default toggle rates.
