File: flow/config.mk
export PLATFORM = sky130hd
export DESIGN_NAME = uart_rx
export DESIGN_NICKNAME = uart_rx
export VERILOG_FILES = /design/flow/design.v
export SDC_FILE = /design/flow/constraint.sdc
export NUM_CORES = 4
export LEC_CHECK = 1
export CORE_UTILIZATION = 40
File: flow/constraint.sdc
current_design uart_rx

set clk_period 3.4
set clk_io_pct 0.2

create_clock -name clk0 -period $clk_period [get_ports {clk}]

set non_clock_inputs [all_inputs -no_clocks]
set_input_delay [expr $clk_period * $clk_io_pct] -clock clk0 $non_clock_inputs
set_output_delay [expr $clk_period * $clk_io_pct] -clock clk0 [all_outputs]
File: flow/design.v
`timescale 1ns / 1ps
module uart_rx(
	input clk,
	input rst_n,
	input rx_i,
	output reg [7:0] data_o,
	output reg rx_done_o
);
localparam s_idle = 5'b00001,
            s_start = 5'b00010,
            s_rd = 5'b00100,
            s_stop = 5'b01000,
            s_done = 5'b10000;
localparam t_1_bit = 15625;
localparam t_half_1_bit = 7812;
reg en_cnt;
reg [15:0] cnt;
reg [4:0] state;
reg [7:0] rx_bits;
always @(posedge clk or negedge rst_n)
	if(!rst_n)
		cnt <= 16'd0;
	else if ((en_cnt == 0) || (cnt == t_1_bit))
		cnt <= 16'd0;
	else
		cnt <= cnt + 16'd1;
reg rx_0, rx_1, rx_2, rx_3;
always @(posedge clk or negedge rst_n)
	if (!rst_n) begin
		rx_0 <= 1'b0;
		rx_1 <= 1'b0;
		rx_2 <= 1'b0;
		rx_3 <= 1'b0;
	end else begin
		rx_3 <= rx_i;
		rx_2 <= rx_3;
		rx_1 <= rx_2;
		rx_0 <= rx_1;
	end
wire start_flag;
assign start_flag = rx_0 & rx_1 & (~rx_2) & (~rx_3);
always @(posedge clk or negedge rst_n)
	if (!rst_n) begin
		state <= s_idle;
		en_cnt <= 1'b0;
		data_o <= 8'd0;
		rx_bits <= 8'd0;
		rx_done_o <= 1'b0;
	end else begin
		case(state)
			s_idle:
				begin
					rx_bits <= 8'd0;
					rx_done_o <= 1'b0;
					if (start_flag) begin
						en_cnt <= 1'b1;
						state <= s_start;
					end else begin
						en_cnt <= 1'b0;
						state <= s_idle;
					end
				end
			s_start:
				if (cnt == t_half_1_bit)
					if (rx_i == 1'b0)
						state <= s_rd;
					else
						state <= s_idle;
			s_rd:
				if (cnt == t_half_1_bit)
					if (rx_bits == 8'd7)
						state <= s_stop;
					else begin
						data_o[rx_bits] <= rx_i;
						rx_bits <= rx_bits + 8'd1;
						state <= s_rd;
					end
			s_stop:
				if (cnt == t_half_1_bit)
				begin
					if (rx_i == 1)
						state <= s_done;
					else
						state <= s_idle;
                end
			s_done:
				begin
					en_cnt <= 1'b0;
					rx_done_o <= 1'b1;
					state <= s_idle;
				end
			default: state <= s_idle;
		endcase
	end
endmodule
File: flow/run.sh
#!/bin/bash
# OpenROAD 26Q1-2900-gdf79404cd8, Yosys 0.63+post, stock flow scripts
make -C /OpenROAD-flow-scripts/flow DESIGN_CONFIG=/design/flow/config.mk WORK_HOME=/design/flow/orfs finish
==> flow_summary.json <==
{
  "clk_transition_reported_paths_ns": 0.08,
  "crit_path_max_incr_delay_ns": 0.65,
  "port-buffer-count": 11,
  "post_dp_cell_area_um2": 2340,
  "r2r_setup_slack_ns": 0.69,
  "detail_route.drc_violations": 0,
  "final.setup.tns_ns": 0,
  "fp-row-count": 26,
  "worstSetupEndpointType": "flip-flop",
  "worst_case_reg_to_reg_path_depth": 7,
  "master_of_the_slowest_instance_on_the_critical_path": "sky130_fd_sc_hd__or4_4",
  "area_delta_synth_final_pct": 14.9,
  "post_cts.resized_instances": 0,
  "worstSkewPairLatency_ns": 0.30,
  "powerDensity_nw_per_um2": 466,
  "postSynthSeqShare_pct": 50.0,
  "clockRootBuffer": "sky130_fd_sc_hd__clkbuf_8",
  "grt_use_total_pct": 17.0,
  "tritoncts": "yes",
  "total_via_count_in_the_routed_design": 1509,
  "worst_slew_pin_slew_ns": 0.504,
  "tool_warnings": 28,
  "run_status": "finished clean",
  "die_height_um": 75.4,
  "via_count_of_the_first_global_routing_pass": 1447,
  "cp-start-kind": "flip-flop",
  "ys_types": 45,
  "edf_count": 0,
  "logic_area_um2": 1010,
  "rsz0062_at_grt": "false",
  "vdd_drop_max_mv": 0.321,
  "route.detailed.wl_per_inst_um": 13.6,
  "final.setup_skew_ns": 0.00531,
  "timing.max_slew.rel_slack_pct": 66.2,
  "cts_hold_repair.buffers": 0,
  "cts.sinks": 43,
  "fin_crit_sh_pct": 79.6,
  "netlist_area_pre_place_um2": 2160,
  "path_class": "reg2reg",
  "cts_buffer_depth": 2,
  "drt_iter0_markers": 109,
  "synthesis_area_per_yosys_um2": 2160,
  "worst_r2r_endpoint": "data_o[3]",
  "cell_breakdown_of_the_critical_path": "inv_1, ha_1, or4b_1, or4_4, a2111oi_4, nand3_1, mux2_1",
  "final.min_clock_period_ns": 2.71,
  "synthArstFlopShare_pct": 100,
  "grt_pass1_wl_mm": 7.17,
  "hold_path.class": "in2async",
  "route.antenna.diode_count": 0,
  "worstSetupStartpoint": "cnt[0]",
  "critical_path_required_ns": 3.58,
  "die-width_um": 75.4,
  "cap_violations": 0,
  "core_util_floorplan_pct": 41.9,
  "synth_top_flop_cell": "sky130_fd_sc_hd__dfrtp_1",
  "antenna_left": 0,
  "cp.buffers_inverters": 1,
  "final_layout_top_logic_cells": "42 x sky130_fd_sc_hd__dfrtp_1, 29 x sky130_fd_sc_hd__nor2_1, 14 x sky130_fd_sc_hd__nand2_1",
  "yosysCellCount": 210,
  "yosys_warnings": 1,
  "place_hpwl_mm": 2.81,
  "num_io_pins": 12,
  "worst_path_top_cell_family_by_delay": "simple AND/OR/NAND/NOR gates",
  "cts_made_buffers": 5,
  "area.sequential_um2": 1080,
  "power.leakage_nw": 1.04,
  "setup_violations": 0,
  "max_freq_ghz": 0.370,
  "overflow": 0,
  "synth_cells": 210,
  "pin_count_of_the_biggest_net_entering_global_routing": 32,
  "finalHoldViolCount": 0,
  "chip_area_um2": 5690,
  "detail_route.wirelength_mm": 4.02,
  "final_layout_size_suffix_gt1_share_pct": 11.1,
  "design_area_um2": 2480,
  "ys_ff": 43,
  "worstPathMaxFanout": 13,
  "post_synth.cell_area_avg_um2": 10.3,
  "drtPass1Iterations": 4,
  "layout_top_cell": "sky130_fd_sc_hd__dfrtp_1",
  "timing_max_transition_violations_final": 0,
  "grt_antenna_before_repair": 0,
  "core_area_um2": 5140,
  "cp_data_arrival_time_ns": 2.89,
  "cts-htree-levels": 2,
  "gp_congestion": 0.814,
  "fillerInstances": 494,
  "detailed_route_vias_per_instance": 5.12,
  "timing.rr.start": "cnt[0]",
  "postCtsSetupBuffers": 0
}
==> layout make-up <==
class / count / area share, %
clock inverters: 3 / 2.73
clock buffers: 5 / 2.78
inverters: 11 / 1.67
repair buffers: 13 / 4.85
multi-input cells: 150 / 40.9
well taps: 70 / 3.54
flip-flops and latches: 43 / 43.5
==> power breakdown <==
group	total, mW	internal [mW]	switching (mW)	leakage, nW
sequential	0.565	0.539	0.0255	0.566
clock	0.474	0.293	0.181	0.0644
combinational	0.116	0.0468	0.0691	0.414
==> logic make-up after synthesis <==
logic type | synth area share [%]
XOR/XNOR | 7.72
AND/OR/NAND/NOR | 22.9
multiplexers | 4.64
flip-flops | 50.0
adder cells (fa/ha/maj) | 2.90
buffers and inverters | 3.02
AND-OR/OR-AND | 8.82
==> cell usage after synthesis (2+ instances only) <==
cell	n	share of area, %
sky130_fd_sc_hd__nor4b_1	2	0.81
sky130_fd_sc_hd__o21a_1	2	0.70
sky130_fd_sc_hd__a21o_1	2	0.70
sky130_fd_sc_hd__and4_1	2	0.81
sky130_fd_sc_hd__ha_1	5	2.9
sky130_fd_sc_hd__and3_1	4	1.2
sky130_fd_sc_hd__nand2b_1	3	0.87
sky130_fd_sc_hd__nor3_1	7	1.6
sky130_fd_sc_hd__nand3_1	11	2.6
sky130_fd_sc_hd__mux2_2	6	3.1
sky130_fd_sc_hd__nor4_1	4	1.2
sky130_fd_sc_hd__clkbuf_1	5	0.87
sky130_fd_sc_hd__mux2_1	2	1.0
sky130_fd_sc_hd__inv_1	11	1.9
sky130_fd_sc_hd__o21ba_2	2	0.93
sky130_fd_sc_hd__nor2_1	29	5.0
sky130_fd_sc_hd__nand4_1	7	2.0
sky130_fd_sc_hd__xnor2_1	12	4.9
sky130_fd_sc_hd__xor2_1	7	2.8
sky130_fd_sc_hd__nand2_1	14	2.4
sky130_fd_sc_hd__dfrtp_1	42	49
sky130_fd_sc_hd__or3_1	2	0.58
sky130_fd_sc_hd__o21ai_0	7	1.6
==> flip-flops by register name, indices dropped and copies added, names as in the netlist <==
name	cells
en_cnt	1
rx_bits	8
cnt	16
rx_1	1
rx_3	1
rx_0	1
rx_done_o	1
data_o	8
rx_2	1
state	5
==> worst reg2reg max path, stage by stage, from the launching register on <==
cell,delay [ns]
sky130_fd_sc_hd__dfrtp_1,0.44
sky130_fd_sc_hd__inv_1,0.08
sky130_fd_sc_hd__ha_1,0.13
sky130_fd_sc_hd__or4b_1,0.45
sky130_fd_sc_hd__or4_4,0.65
sky130_fd_sc_hd__a2111oi_4,0.38
sky130_fd_sc_hd__nand3_1,0.14
sky130_fd_sc_hd__mux2_1,0.33
==> worst max-delay path by stage <==
stage / to / slack (ns) / cells after the start
CTS: data_o[1] / 0.70 / 7
global route: data_o[1] / 0.53 / 7
finish: data_o[3] / 0.69 / 7
==> routing by layer <==
metal  wire (um)  vias to the layer above  GRT usage, %  part of all wire, %
met5           0                        -             0                    0
met4          70                        0          2.47                  1.7
met3         121                        7          2.68                  3.0
met2        1620                       22          22.3                   40
met1        2210                      708          30.9                   55
li1            -                      772             -                    -
==> metrics by stage <==
step / worst slack (ns) / std cells / total power, mW / hold slack [ns] / util, %
finish: 0.694 / 295 / 1.15 / 0.247 / 48.2
global route: 0.531 / 295 / 1.21 / 0.258 / 48.2
CTS: 0.704 / 295 / 1.17 / 0.252 / 48.2
detailed placement: 0.710 / 287 / 0.692 / 0.364 / 45.5
global placement: 0.750 / 287 / 0.692 / 0.359 / 45.5
floorplan: 0.923 / 210 / 0.642 / 0.354 / -
Power and IR drop assume default switching activity.
