`run.sh`:
```
#!/bin/bash
# OpenROAD 26Q1-2900-gdf79404cd8, Yosys 0.63+post, stock flow scripts
make -C /OpenROAD-flow-scripts/flow DESIGN_CONFIG=/design/flow/config.mk WORK_HOME=/design/flow/orfs finish
```
`config.mk`:
```
export PLATFORM = sky130hd
export DESIGN_NAME = uart_tx
export DESIGN_NICKNAME = uart_tx
export VERILOG_FILES = /design/flow/design.v
export SDC_FILE = /design/flow/constraint.sdc
export NUM_CORES = 4
export LEC_CHECK = 1
export CORE_AREA = 10 10 111 111
export DIE_AREA = 0 0 121 121
```
`constraint.sdc`:
```
current_design uart_tx

set clk_period 4.4
set clk_io_pct 0.2

create_clock -name clk0 -period $clk_period [get_ports {clk}]

set non_clock_inputs [all_inputs -no_clocks]
set_input_delay [expr $clk_period * $clk_io_pct] -clock clk0 $non_clock_inputs
set_output_delay [expr $clk_period * $clk_io_pct] -clock clk0 [all_outputs]
```
`design.v`:
```
`timescale 1ns / 1ps
module uart_tx(
	input clk,
	input rst_n,
	input en_i,
	input [7:0] data_i,
	output reg tx_o,
	output reg tx_done_o
);
localparam s_idle = 5'b00001,
		s_start = 5'b00010,
		s_wr = 5'b00100,
		s_stop = 5'b01000,
		s_done = 5'b10000;
localparam t_1_bit = 9;
reg en_cnt;
reg [15:0] cnt;
reg [4:0] state;
reg [7:0] data_r;
reg [7:0] tx_bits;
always @(posedge clk or negedge rst_n)
	if(!rst_n)
		cnt <= 16'd0;
	else if ((en_cnt == 0) || (cnt == t_1_bit))
		cnt <= 16'd0;
	else
		cnt <= cnt + 16'd1;
always @(posedge clk or negedge rst_n)
	if (!rst_n) begin
		state <= s_idle;
		tx_o <= 1'b1;
		data_r <= 8'd0;
		en_cnt <= 1'b0;
		tx_bits <= 8'd0;
		tx_done_o <= 1'b0;
	end else begin
		case(state)
			s_idle:
				begin
					data_r <= data_i;
					tx_bits <= 8'b0;
					tx_done_o <= 1'b0;
					if(en_i == 1) begin
						en_cnt <= 1'b1;
						state <= s_start;
					end else begin
						en_cnt <= 1'b0;
						state <= s_idle;
					end
				end
			s_start:
				if (cnt == t_1_bit) begin
					state <= s_wr;
				end else begin
					tx_o <= 0;
					state <= s_start;
				end
			s_wr:
				if (cnt == t_1_bit) begin
					if (tx_bits == 8'd7)
						state <= s_stop;
					else begin
						tx_bits <= tx_bits + 8'd1;
						state <= s_wr;
					end
				end else begin
					tx_o <= data_r[tx_bits];
					state <= s_wr;
				end
			s_stop:
				if (cnt == t_1_bit) begin
					state <= s_done;
				end else begin
					tx_o <= 1'b1;
					state <= s_stop;
				end
			s_done:
				begin
					en_cnt <= 1'b0;
					tx_done_o <= 1'b1;
					state <= s_idle;
				end
			default: state <= s_idle;
		endcase
	end
endmodule
```
==> node_exporter_impl.prom <==
# HELP chip_impl_metric Physical implementation figures
# TYPE chip_impl_metric gauge
chip_impl_metric{name="final_setup_violation_count",unit=""} 0
chip_impl_metric{name="placed_area",unit="um^2"} 2220
chip_impl_metric{name="number_of_different_library_cells_in_the_post_synthesis_netlist",unit=""} 41
chip_impl_metric{name="first_global_vias",unit=""} 1392
chip_impl_metric{name="cap_viol_max_count",unit=""} 0
chip_impl_metric{name="fp.dieH",unit="um"} 121
chip_impl_metric{name="power.static_leakage",unit="uW"} 0.000922
chip_impl_metric{name="grt-ovfl-total",unit=""} 0
chip_impl_metric{name="wl_met1",unit="um"} 1890
chip_impl_info{name="min-delay-path-class",value="flop to flop"} 1
chip_impl_metric{name="gp_congestion",unit=""} 0.830
chip_impl_metric{name="critical_path.max_stage_delay",unit="ns"} 0.57
chip_impl_metric{name="dr.first_iter.drc_count",unit=""} 108
chip_impl_metric{name="crit_fanout",unit=""} 3
chip_impl_metric{name="relSlewSlack",unit=""} 0.653
chip_impl_metric{name="initCoreUtil",unit=""} 0.200
chip_impl_metric{name="edf_count",unit=""} 0
chip_impl_info{name="synth.most_common_cell",value="dfrtp_1"} 1
chip_impl_info{name="synth_area_leader",value="dfrtp_1"} 1
chip_impl_metric{name="dp_hpwl",unit="um"} 2590
chip_impl_metric{name="antenna_violating_nets_post_route",unit=""} 0
chip_impl_info{name="outcome",value="finished clean"} 1
chip_impl_metric{name="timing_max_transition_violations_final",unit=""} 0
chip_impl_info{name="yosys-top-cells-count",value="38 x dfrtp_1, 21 x nor2_1, 12 x inv_1, 12 x nand2_1, 10 x nand3_1"} 1
chip_impl_metric{name="top_level_ports",unit=""} 13
chip_impl_metric{name="finClkSkew",unit="ns"} 0.0108
chip_impl_metric{name="firstDrtPassIters",unit=""} 4
chip_impl_metric{name="grt_first_pass_wirelength",unit="um"} 6700
chip_impl_metric{name="grt.total_usage",unit=""} 0.0539
chip_impl_metric{name="yosys_area",unit="um^2"} 1970
chip_impl_metric{name="layout.core_utilization",unit=""} 0.237
chip_impl_metric{name="worstMarginPinSlew",unit="ns"} 0.520
chip_impl_metric{name="grt_antenna_before_repair",unit=""} 0
chip_impl_metric{name="diodes",unit=""} 0
chip_impl_metric{name="syn-cell-area",unit="um^2"} 1970
chip_impl_metric{name="finalWirelength",unit="um"} 3760
chip_impl_metric{name="layout_cell_area_excl_fill",unit="um^2"} 2330
chip_impl_info{name="clock-root-buffer",value="clkbuf_8"} 1
chip_impl_metric{name="ys_cells",unit=""} 188
chip_impl_metric{name="syn-instance-count",unit=""} 188
chip_impl_metric{name="post_drt_wl_per_cell",unit="um"} 11.3
chip_impl_metric{name="grt_start_max_net_pins",unit=""} 41
chip_impl_info{name="rsz0062_at_grt",value="no"} 1
chip_impl_metric{name="yosysTopAreaCellShare",unit=""} 0.483
chip_impl_info{name="worst_setup_path_start_kind",value="flop"} 1
chip_impl_info{name="path_delay_family",value="flip-flops"} 1
chip_impl_metric{name="proportion_of_register_bits_with_asynchronous_set_or_reset_after_synthesis",unit=""} 1.00
chip_impl_metric{name="layout.cells.non_filler",unit=""} 334
chip_impl_metric{name="log.warning_count",unit=""} 26
chip_impl_info{name="critPathKind",value="flop to primary output"} 1
chip_impl_metric{name="die-width",unit="um"} 121
chip_impl_metric{name="holdBufCountCts",unit=""} 0
chip_impl_metric{name="ctsHtreeMaxLevel",unit=""} 2
chip_impl_metric{name="worst-endpoint-required",unit="ns"} 3.52
chip_impl_metric{name="ys_seq_elements",unit=""} 40
chip_impl_metric{name="clock_sink_count",unit=""} 40
chip_impl_metric{name="syn_avg_cell_area",unit="um^2"} 10.5
chip_impl_metric{name="core.rowCount",unit=""} 36
chip_impl_metric{name="cts_buffers",unit=""} 5
chip_impl_metric{name="core_area",unit="um^2"} 9860
chip_impl_metric{name="placement.io_buffers",unit=""} 12
chip_impl_metric{name="finalCriticalPeriod",unit="ns"} 2.21
chip_impl_info{name="tritoncts_clock_tree",value="yes"} 1
chip_impl_metric{name="cts_resized",unit=""} 0
chip_impl_metric{name="clockBufferDepth",unit=""} 2
chip_impl_metric{name="fmax",unit="MHz"} 453
chip_impl_metric{name="yosys_warning_count",unit=""} 1
chip_impl_metric{name="path_clk_slew",unit="ns"} 0.08
chip_impl_metric{name="worstPathBufferInverterCount",unit=""} 1
chip_impl_metric{name="vdd_drop_max",unit="V"} 0.000194
chip_impl_metric{name="yosys.stat.seqShare",unit=""} 0.510
chip_impl_metric{name="areaGrowthSynthToFinish",unit="%"} 18.6
chip_impl_metric{name="post_route_cells_drive_above_1_share",unit=""} 0.134
chip_impl_metric{name="met2_wirelength",unit="um"} 1660
chip_impl_metric{name="dieArea",unit="um^2"} 14600
chip_impl_metric{name="multiInputGateArea",unit="um^2"} 886
chip_impl_metric{name="clock_insertion_delay_worst_skew",unit="ns"} 0.30
chip_impl_metric{name="post-cts-setup-buffer-count",unit=""} 0
chip_impl_info{name="highest-signal-layer",value="met4"} 1
chip_impl_info{name="synthTopCellsByArea",value="dfrtp_1 48%, mux2_2 5.1%, nor2_1 4.0%, xnor2_1 4.0%, dfstp_2 2.7%"} 1
chip_impl_metric{name="vias",unit=""} 1392
chip_impl_info{name="synth_top_flop_cell",value="dfrtp_1"} 1
chip_impl_metric{name="flop_area",unit="um^2"} 1000
chip_impl_metric{name="arrival",unit="ns"} 1.33
chip_impl_metric{name="final.fill_count",unit=""} 1023
chip_impl_metric{name="placedCellCount",unit=""} 326
chip_impl_metric{name="layout_worst_path_cycle_share",unit=""} 0.502
chip_impl_metric{name="met3RoutedLength",unit="um"} 127
chip_impl_metric{name="vias_per_cell",unit=""} 4.17
chip_impl_metric{name="setup_tns",unit="ns"} 0
chip_impl_info{name="end_kind",value="primary output"} 1
chip_impl_metric{name="timing_hold_violations_final",unit=""} 0
chip_impl_metric{name="drc_errors",unit=""} 0
chip_impl_metric{name="power_density",unit="nW/um^2"} 353
chip_impl_info{name="path_cells",value="clkdlybuf4s50_1"} 1
chip_impl_info{name="cpMaxStageDelayCell",value="dfstp_2"} 1
[final timing paths]
| check | endpoint | depth (start not counted) | slack, ns | start |
|---|---|---|---|---|
| min in group asynchronous | state[3]$_DFF_PN0_ | 2 | 0.64 | rst_n |
| max in group asynchronous | tx_o$_DFFE_PN1P_ | 2 | 3.40 | rst_n |
| worst max register to register | cnt[8]$_DFF_PN0_ | 6 | 2.38 | cnt[1]$_DFF_PN0_ |
| worst min register to register | tx_done_o$_DFFE_PN0P_ | 1 | 0.49 | state[1]$_DFF_PN0_ |
| worst min-delay path | tx_done_o$_DFFE_PN0P_ | 1 | 0.49 | state[1]$_DFF_PN0_ |
| worst max-delay path | tx_o | 1 | 2.19 | tx_o$_DFFE_PN1P_ |
[sequential cells by signal (all words and copies together), names as in the netlist]
name / flops
cnt: 16
data_r: 8
tx_bits: 8
state: 5
en_cnt: 1
tx_done_o: 1
tx_o: 1
[where the power goes]
part,internal (uW),switching [uW]
logic,46.3,42.7
clock network,168,129
registers,399,38.9
[cells by family after synthesis]
logic type                 Yosys count  share of synthesized area
DFF                                 40                      0.510
muxes                               12                     0.0731
buffers and inverters               20                     0.0400
and+or+nand+nor                     78                      0.217
adders and majority gates            3                     0.0191
AOI/OAI and AO/OA                   23                     0.0877
xor gates and xnor gates            12                     0.0534
[cell type report]
cell class              count  area share
multi-input cells         128       0.379
inverters                  12      0.0193
well taps                 133      0.0713
clock inverters             3      0.0182
clock buffers               5      0.0295
flip-flops and latches     40       0.430
repair buffers             13      0.0525
[layout by cell type (no fill, tap or decap), types with 4 or more instances in the layout]
master / Yosys / layout
and3_1: 4 / 4
clkbuf_8: 0 / 5
clkdlybuf4s50_1: 0 / 11
dfrtp_1: 38 / 38
inv_1: 12 / 12
mux2_2: 9 / 9
nand2_1: 12 / 12
nand3_1: 10 / 10
nand4_1: 7 / 7
nor2_1: 21 / 21
nor3_1: 6 / 6
nor4_1: 4 / 4
o311ai_1: 4 / 4
xnor2_1: 9 / 9
[routing by layer]
metal  global-route usage  up-vias
met5                    0        -
met4              0.00980        0
met3               0.0137        5
met2               0.0799       17
met1               0.0785      670
li1                     -      700
[stage by stage]
step           power (uW)  setup WS [ns]  hold slack (ns)
2_1_floorplan         497           2.71            0.422
3_3_place_gp          535           2.39            0.442
3_5_place_dp          536           2.36            0.447
4_1_cts               839           2.16            0.491
5_1_grt               871           2.14            0.516
6_report              824           2.19            0.489
Power figures rest on the tool's default switching activity, not on a simulated workload.
